==> ./design.v <==
module fifo(
    input rst, clk, en,
    input push_in, pop_in,
    input [7:0] din,
    input [3:0] threshold,
    output [7:0] dout,
    output reg empty, full, overrun, underrun, threshold_trigger
);
    reg [7:0] mem [16];  
    reg [3:0] waddr = 0;
    logic push, pop;  
    reg temp_full, temp_empty;
    always@(*) begin
        if(rst) temp_empty <= 1'b0;
        else begin
            case({push_in, pop_in})  
                2'b01: temp_empty <= (~|(waddr) & en); 
                2'b10: temp_empty <= 1'b0; 
            endcase
        end
    end
    always@(*) begin
        if(rst) temp_full <= 1'b0;
        else begin
            case({push_in, pop_in})  
                2'b01: temp_full <= 1'b0;
                2'b10: temp_full <= (&(waddr) & en); 
            endcase
        end
    end
    assign push = push_in & ~temp_full  & ~pop_in & en;  
    assign pop  = pop_in  & ~temp_empty & ~push_in & en;  
    always@(posedge clk, posedge rst) begin
        if(rst) waddr <= 4'h0;
        else begin
            case({push, pop})
                2'b10: begin
                    if(waddr != 4'hf && temp_full == 1'b0) waddr <= waddr + 1;
                    else waddr <= waddr;
                end
                2'b01: begin
                    if(waddr != 4'h0 && temp_empty == 1'b0) waddr <= waddr - 1;
                    else waddr <= waddr;
                end
            endcase
        end
    end
    assign dout = mem[0];  
    always@(posedge clk, posedge rst) begin
        if(rst) for(int i=0; i<16; ++i) mem[i] <= 0;
        else begin
            case({push, pop})
                2'b01: begin
                    for(int i=0; i<15; ++i) mem[i] <= mem[i+1];
                    mem[15] <= 0;
                end
                2'b10: mem[waddr] <= din;
            endcase
        end
    end
    reg temp_underrun, temp_overrun;
    always@(*) begin
        if(rst) temp_underrun <= 1'b0;
        else if(pop_in == 1'b1 && temp_empty == 1'b1) temp_underrun <= 1'b1;
        else temp_underrun <= 1'b0;
    end
    always@(*) begin
        if(rst) temp_overrun <= 1'b0;
        else if(push_in == 1'b1 && temp_full == 1'b1) temp_overrun <= 1'b1;
        else temp_overrun <= 1'b0;
    end
    reg temp_threshold_trigger;
    always@(*) begin
        if(rst) temp_threshold_trigger <= 1'b0;
        else if(push ^ pop) temp_threshold_trigger <= (waddr >= threshold)? 1'b1 : 1'b0;
    end
    always@(posedge clk) begin
        empty <= temp_empty;
        full <= temp_full;
        underrun <= temp_underrun;
        overrun <= temp_overrun;
        threshold_trigger <= temp_threshold_trigger;
    end
endmodule
interface fifo_if;
    logic rst, clk, en;
    logic push_in, pop_in;
    logic [7:0] din;
    logic [3:0] threshold;
    logic [7:0] dout;
    logic empty, full, overrun, underrun, threshold_trigger;
endinterface
==> ./run.sh <==
#!/bin/bash
# OpenROAD 26Q1-2900-gdf79404cd8, Yosys 0.63+post, stock flow scripts
make -C /OpenROAD-flow-scripts/flow DESIGN_CONFIG=/design/flow/config.mk WORK_HOME=/design/flow/orfs finish
==> ./config.mk <==
export PLATFORM = sky130hd
export DESIGN_NAME = fifo
export DESIGN_NICKNAME = fifo
export VERILOG_FILES = /design/flow/design.v
export SDC_FILE = /design/flow/constraint.sdc
export NUM_CORES = 4
export LEC_CHECK = 1
export CORE_UTILIZATION = 30
export SYNTH_HDL_FRONTEND = slang
==> ./constraint.sdc <==
current_design fifo

set clk_period 5.3
set clk_io_pct 0.2

create_clock -name clk0 -period $clk_period [get_ports {clk}]

set non_clock_inputs [all_inputs -no_clocks]
set_input_delay [expr $clk_period * $clk_io_pct] -clock clk0 $non_clock_inputs
set_output_delay [expr $clk_period * $clk_io_pct] -clock clk0 [all_outputs]
==> impl_metrics.toml <==
# physical design summary
[final_timing]
max_freq_ghz = 0.278
period_needed_ps = 3600
fin_skew_ps = 6.49
untimed_endpoints = 6
fin_tns_setup_ps = 0
setup_viol = 0
fin_crit_sh_pct = 67.9
rsz0062_at_grt = "no"
slew_violations = 0
worstMarginPinSlew_ps = 824
hold_viol = 0
unclocked_pins = 3
max_slew_margin_pct = 44.9

[placement]
finalWeightedCongestion = 0.808
io_buffers = 29
dpl.hpwl_um = 8480

[cts]
cts_resized = 0
clockBufferDepth = 2
cts-root-buf = "clkbuf_16"
clock_latency_ps = 410
cts_tree = "built"
cts_buffers = 17
cts_hold_buffers = 0
cts_htree_levels = 4
path_clk_slew_ps = 50
post-cts-setup-buffers = 0

[drt]
drtPass1Iterations = 5
wl_per_cell_um = 14.3
vias = 4605
ant_nets = 0
drt_wl_total_um = 13500
antennaDiodeCount = 0
route.detailed.drc = 0
routed_via_density = 4.88
drtIter0Drc = 377

[hold_path]
min_from = "dout[1]$_DFFE_PP0P_"
holdPathStages = 2
worstHoldEndpoint = "dout[1]$_DFFE_PP0P_"
hold_class = "flip-flop to flip-flop"

[synth]
synth.avg_cell_area_um2 = 9.57
synth_chip_area_mm2 = 0.00634
ys_types = 37
yosys_most_used_dff = "dfrtp_1"
yosysCellCount = 663
edf_count = 0
synth_area_mm2 = 0.00634
syn_inst = 663
async_flop_share_pct = 94.3
yosys_warnings = 0
ys_ff = 140

[setup_path]
rrSetupSlack_ps = 3220
endpoint_kind = "flip-flop"
crit_type = "input port to flip-flop"
arrival_ps = 3890
rr_startpoint = "waddr[1]$_DFFE_PP0P_"
r2r_cells = 5
worstPathMaxFanout = 135
crit_chain = "clkdlybuf4s50_1 -> inv_1 -> or4b_2 -> inv_1 -> ha_1 -> inv_2 -> nor2_4 -> buf_12 -> nor2_1 -> nand2_1 -> nand2_1"
reg2reg_to = "mem[111]$_DFFE_PP0P_"
cpMaxStageDelayCell = "or4b_2"
cp.required_ps = 5590
max_stage_delay_ps = 690
critPathLaunchType = "input port"

[floorplanning]
io_pins = 30
die_h_um = 147
dieWidth_um = 147
die-area_mm2 = 0.0217
core_mm2 = 0.0205
num_rows = 52
core_util_floorplan_pct = 30.9

[global_route]
grt_max_degree = 136
grt_pass1_vias = 4549
grt_usage_pct = 13.4
grt_overflow = 0
antenna_found_initial = 0
grt_pass1_wl_um = 23200

[power]
ir_drop_uv = 236
leakagePower_nw = 3.62
power_mw = 3.29
p_per_area_mw_per_mm2 = 452

[layout]
area_growth_pct = 14.8
post-route-util_pct = 35.5
drive_above_1_share_pct = 9.51

[flow_run]
max_cap_violations = 0
warning_count = 28

[outcome]
status = "finished clean"
==> critical path: cells and delay by family <==
kind                       cells  cell delay, ps
and+or+nand+nor                5            1310
buffers and inverters          5            1160
adders and majority gates      1             250
==> metal layers <==
metal	part of all wire (%)	up-vias	wire length (µm)	track usage (%)
li1	-	2264	-	-
met1	47	2278	6360	20.5
met2	48	56	6540	20.9
met3	3.7	7	505	2.83
met4	0.78	0	106	1.19
met5	0	-	0	0
==> stage by stage <==
step / hold WS (ps) / instance area, µm² / instances / setup slack [ps]
after floorplan: 446 / 6340 / 663 / 632
after global placement: 459 / 6760 / 917 / 1360
after detailed placement: 463 / 6760 / 917 / 1330
after CTS: 477 / 7280 / 943 / 1760
after global routing: 495 / 7280 / 943 / 1540
final: 471 / 7280 / 943 / 1700
==> sequential cells by signal (all words and copies together), names as in the netlist <==
| signal | count |
|---|---|
| overrun | 1 |
| empty | 1 |
| underrun | 1 |
| temp_threshold_trigger | 1 |
| waddr | 4 |
| temp_empty | 1 |
| full | 1 |
| temp_full | 1 |
| dout | 8 |
| mem | 120 |
| threshold_trigger | 1 |
==> worst max path at each step <==
| stage | slack, ps | to | startpoint |
|---|---|---|---|
| CTS | 1760 | mem[32]$_DFFE_PP0P_ | pop_in |
| global route | 1540 | mem[33]$_DFFE_PP0P_ | pop_in |
| finish | 1700 | mem[32]$_DFFE_PP0P_ | pop_in |
==> power by group <==
group          leakage, nW  total [mW]  switching [mW]  internal (mW)
logic                 1.50       0.582           0.313          0.269
clock network        0.262        1.06           0.398          0.662
registers             1.86        1.65           0.251           1.40
==> layout make-up <==
cell class	instances	area (µm²)
Timing Repair Buffer	32	325
Tap cell	270	338
Clock inverter	5	50.0
Multi-Input combinational cell	464	2600
Sequential cell	140	3450
Fill cell	2020	13200
Inverter	11	46.3
Clock buffer	21	470
==> logic make-up (layout without fill, tap and decap cells) <==
logic type | after synthesis | count (layout) | share of synthesized area, %
AND/OR/NAND/NOR | 313 | 313 | 22.7
AND-OR/OR-AND | 137 | 137 | 15.7
flip-flops | 137 | 137 | 53.7
buffers and inverters | 59 | 69 | 4.58
adder cells (fa/ha/maj) | 10 | 10 | 2.09
XOR/XNOR | 4 | 4 | 0.552
latches | 3 | 3 | 0.710
==> layout by cell type, fill, tap and decap left out, drive strengths merged <==
| cell type | instances |
|---|---|
| ha | 9 |
| a21oi | 3 |
| nand2b | 4 |
| o21ai | 11 |
| nand4 | 1 |
| clkdlybuf4s50 | 29 |
| dlxtp | 3 |
| nor3 | 4 |
| xnor2 | 2 |
| clkbuf | 21 |
| bufinv | 1 |
| xor2 | 2 |
| nor3b | 3 |
| dfxtp | 5 |
| nor2 | 27 |
| nor2b | 1 |
| buf | 3 |
| dfrtp | 132 |
| inv | 11 |
| fa | 1 |
| nand2 | 262 |
| a21o | 3 |
| nor4 | 1 |
| clkinv | 4 |
| and3 | 4 |
| a22oi | 120 |
| nand3 | 2 |
| nand3b | 3 |
| or4b | 1 |
==> Yosys cell counts (all sizes together), types with 5 or more instances <==
master  instances  share of area, %
nand2         262                16
dfrtp         132                52
a22oi         120                14
buf            33               3.0
nor2           27               3.2
clkbuf         15              0.89
inv            11              0.65
o21ai          11              0.87
ha              9               1.8
dfxtp           5               1.6
Power figures rest on the tool's default switching activity, not on a simulated workload.
