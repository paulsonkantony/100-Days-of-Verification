==> flow/config.mk <==
export PLATFORM = sky130hd
export DESIGN_NAME = uart_tx_top
export DESIGN_NICKNAME = uart_tx_top
export VERILOG_FILES = /design/flow/design.v
export SDC_FILE = /design/flow/constraint.sdc
export NUM_CORES = 4
export LEC_CHECK = 1
export CORE_UTILIZATION = 30
export SYNTH_HDL_FRONTEND = slang
==> flow/constraint.sdc <==
current_design uart_tx_top

set clk_period 4.4
set clk_io_pct 0.2

create_clock -name clk0 -period $clk_period [get_ports {clk}]

set non_clock_inputs [all_inputs -no_clocks]
set_input_delay [expr $clk_period * $clk_io_pct] -clock clk0 $non_clock_inputs
set_output_delay [expr $clk_period * $clk_io_pct] -clock clk0 [all_outputs]
==> flow/design.v <==
module uart_tx_top(
    input clk, rst, baud_pulse, parity_enable, tx_hold_reg_empty, stop_bit, sticky_parity, even_parity_select, set_break,
    input [7:0] din,  
    input [1:0] wls,
    output reg pop, sreg_empty, tx
);
    typedef enum logic [1:0] { 
        idle,
        start,
        send,
        parity
    } state_type;
    state_type state = idle;
    reg [7:0] shift_register;  
    reg tx_data;  
    reg d_parity;  
    reg [2:0] bit_count = 0;  
    reg [4:0] count = 5'd15;  
    reg parity_out;  
    always@(posedge clk, posedge rst) begin
        if(rst) begin
            state <= idle;
            count <= 5'd15;
            bit_count <= 0;
            shift_register <= 8'bxxxxxxxx;
            pop <= 1'b0;
            sreg_empty <= 1'b0;
            tx_data <= 1'b1;
        end
        else if(baud_pulse) begin
            case(state)
                idle: begin
                    if(tx_hold_reg_empty == 1'b0) begin  
                        if(count != 0) begin  
                            count <= count - 1;
                            state <= idle;
                        end
                        else begin
                            count <= 5'd15;
                            state <= start;
                            bit_count <= {1'b1, wls};  
                            pop <= 1'b1;  
                            shift_register <= din;
                            sreg_empty <= 1'b0;
                            tx_data <= 1'b0;  
                        end
                    end
                end
                start: begin
                    case(wls)  
                        2'b00: d_parity <= ^din[4:0];
                        2'b01: d_parity <= ^din[5:0];
                        2'b10: d_parity <= ^din[6:0];
                        2'b11: d_parity <= ^din[7:0];
                    endcase
                    if(count !=0) begin  
                        count <= count -1;
                        state <= start;
                    end
                    else begin
                        count <= 5'd15;
                        state <= send;
                        tx_data <= shift_register[0];  
                        shift_register <= shift_register >> 1;  
                    end
                end
                send: begin
                    case({sticky_parity, even_parity_select})
                        2'b00: parity_out <= ~d_parity;  
                        2'b01: parity_out <= d_parity;  
                        2'b10: parity_out <= 1'b1;      
                        2'b11: parity_out <= 1'b0;      
                    endcase
                    if(bit_count != 0) begin
                        if(count != 0) begin
                            count <= count - 1;
                            state <= send;
                        end
                        else begin
                            count <= 5'd15;
                            bit_count <= bit_count - 1;
                            state <= send;
                            tx_data <= shift_register[0];  
                            shift_register <= shift_register >> 1;  
                        end
                    end
                    else begin
                        if(count != 0) begin 
                            count <= count -1;
                            state <= send;
                        end
                        else begin
                            count <= 5'd15;
                            sreg_empty <= 1'b1;
                            if(parity_enable == 1'b1) begin
                                state <= parity;
                                count <= 5'd15;
                                tx_data <= parity_out;
                            end
                            else begin
                                state <= idle;
                                tx_data <= 1'b1;
                                count <= (stop_bit == 1'b0) ? 5'd15 : (wls == 2'b00) ? 5'd23 : 5'd31;
                            end
                        end
                    end
                end
                parity: begin
                    if(count != 0) begin  
                        count <= count -1;
                        state <= parity;
                    end
                    else begin
                        state <= idle;
                        tx_data <= 1'b1;
                        count <= (stop_bit == 1'b0) ? 5'd15 : (wls == 2'b00) ? 5'd23 : 5'd31;
                    end
                end
                default: ;
            endcase
        end
    end
    always@(posedge clk, posedge rst) begin 
        if(rst) tx <= 1'b1;
        else tx <= tx_data & ~set_break;
    end
endmodule
==> flow/run.sh <==
#!/bin/bash
# OpenROAD 26Q1-2900-gdf79404cd8, Yosys 0.63+post, stock flow scripts
make -C /OpenROAD-flow-scripts/flow DESIGN_CONFIG=/design/flow/config.mk WORK_HOME=/design/flow/orfs finish
==> summary.txt <==
The full implementation flow was run.

The worst hold path depth stands at 1. The OpenROAD report gives the critical path a data arrival time of 2740 ps. Of the available clock period, the critical path in the final layout requires 59.0%. The routed wire length per instance stands at 12.0 um. The chip width stands at 72.7 um. Pins over their slew limit in the final report were tallied at 0. The xor/xnor share of the synthesized area stands at 4.67%.

The final wirelength stands at 2910 um. For this run, the detailed router's first-pass iteration total came to 4. The count of flip-flops with a built-in enable after synthesis stands at 2.

The post-synth design cell area stands at 1500 um2. TritonCTS built the clock tree. Leaving out fill and tap cells, the most frequent cell in the layout is sky130_fd_sc_hd__clkdlybuf4s50_1. The simple-gate share of the synthesized area stands at 19.2%. The register share after synthesis stands at 44.6%. The global-route total usage across every layer stands at 11.8%. The number of non-filler instances in the completed layout stands at 243.

The starting utilization of the core area stands at 31.6%. The critical path is of the input pin to register type. The final estimated routing congestion in global placement stands at 0.800.

The minimum period implied by the final worst setup slack stands at 2600 ps. The number of global-route vias before repair came to 1037. Gates resized during post-CTS repair numbered 0. The pin count of the biggest net entering global routing stands at 27. The leakage power total stands at 0.757 nW. The synthesis report gives the async set-or-reset register share as 92.3%. The actual slew at the worst max-slew pin stands at 736 ps. The height of the chip stands at 72.7 um. The maximum ir drop on the vdd rail stands at 0.223 mV.

The hold violation count in the final report stands at 0. The post-detailed-placement cell area stands at 1770 um2. Antenna repair during routing inserted a diode count of 0. The summed negative setup slack over all endpoints stands at 0 ps. STA classifies the critical path startpoint as an input pin. The number of cells traversed by the worst register-to-register path stands at 6. The total via count in the routed design stands at 1148. In the synthesized netlist the dominant register cell turns out to be sky130_fd_sc_hd__dfrtp_1. The number of buffers added by the clock tree synthesis step stands at 3. The global-route wire length before repair stands at 4850 um. The flow ran to the end, and the final reports show no timing, DRC or antenna violations.

According to the timing report, the data required time at the worst endpoint equals 4550 ps. The type recorded for the worst min-delay path is register to register. The final timing report lists clock skew as 9.93 ps. The total power of the final layout stands at 0.891 mW. The number of buffers inserted to repair setup after CTS stands at 0. The flow reports an fmax of 385 MHz.

The post-synthesis cell count from yosys stands at 155. The post-synthesis average cell area stands at 9.68 um2. The pre-CTS setup slack stands at 1510 ps. OpenROAD emitted warnings numbering 27. The worst hold slack stands at 473 ps. In this run, the synthesized area fraction spent on adder and majority cells is recorded as 3.34%. Per the cell usage report, the commonest logic cells after layout are sky130_fd_sc_hd__clkdlybuf4s50_1, sky130_fd_sc_hd__nand2_1, sky130_fd_sc_hd__dfrtp_1. For this run, the final setup violation count is recorded as 0. The via count normalized by instance count stands at 4.72. In this run the layout overhead on the synthesized area is reported as 21.7%. The wire-length estimate of the detail-placed layout is 2110 um. The cell row count stands at 25. The post-cts hold-fix buffer tally stands at 0. The port buffer count stands at 21. Setup repair after global routing left no endpoint under its margin. The worst setup path is captured at a register. The clock transition at the register clock pins on the worst setup and hold paths after CTS stands at 90 ps.

The synthesis warning total stands at 0. The detailed router finished its first iteration with 62 violations. The overall die area stands at 5290 um2.

The critical path in the final layout is reported with a setup slack of 1800 ps. The floorplan step defined a core boundary enclosing 4750 um2. Of the combinational cells, the family taking the most area is simple AND/OR/NAND/NOR gates. Synthesis produced 155 cells. The number of maximum-capacitance constraint violations stands at 0. The maximum fanout along the worst path stands at 16. The count of distinct cell types in the synthesized netlist stands at 41.

The longest clock path from root to sink contains 2 buffers. The number of I/O pins stands at 22. The total congestion overflow stands at 0. Per the skew report, the later register of the worst-skew pair sees a clock latency of 270 ps. The total instance count after detailed placement stands at 239. Per the detail_route report, DRC violations left total 0. The H-tree depth reported by CTS stands at 1. The area figure in the yosys stat output stands at 1500 um2. The share of cell area taken by muxes after synthesis stands at 6.01%. Per the synthesis report, the AND-OR/OR-AND share of the synthesized area is 17.6%.

Yosys reported a register bit count of 26. Summing all non-filler instances in the final layout gives an area of 1830 um2. Per the final layout report, the fraction of cells sized above drive strength 1 comes to 10.2%. Counting every sink on the clock net gives 26. The number of antenna violations at the first check in global routing is 0. The post-layout utilization of the core stands at 38.4%. The tree is rooted in a sky130_fd_sc_hd__clkbuf_8. The post-detailed-route count of antenna-violating nets stands at 0.

Per the summary, power density relative to cell area is 488 nW/um2. In this run the tightest slew margin relative to its limit is 50.7%.
-- power by group --
part           switching [mW]  internal [mW]  leakage [nW]
sequential             0.0899          0.341         0.313
clock                  0.0775         0.0801        0.0288
combinational           0.149          0.154         0.415
-- registers in the layout, summed over array words and instances, names as in the netlist --
name,count
bit_count,3
count,5
d_parity,1
parity_out,1
pop,1
shift_register,8
sreg_empty,1
state,4
tx,1
tx_data,1
-- cell usage after synthesis, drive strengths merged (4+ instances only) --
master / count / area [um2]
nor2b: 4 / 25.0
mux2i: 9 / 90.1
nand3: 5 / 30.0
dfrtp: 17 / 425
inv: 10 / 37.5
o21ai: 16 / 80.1
dfstp: 7 / 184
nor2: 9 / 36.3
a21oi: 9 / 45.0
xnor2: 7 / 61.3
ha: 4 / 50.1
nand2: 18 / 67.6
buf: 5 / 31.3
-- cells by family (layout without fill, tap and decap cells) --
kind of cell,after synthesis,count (layout)
AND-OR/OR-AND,41,41
XOR/XNOR,8,8
adder cells (fa/ha/maj),4,4
buffers and inverters,15,36
flip-flops,26,26
multiplexers,9,9
AND/OR/NAND/NOR,52,52
-- path summary, 6_finish.rpt --
| path | startpoint | to | slack, ps |
|---|---|---|---|
| max in group asynchronous | rst | state[0] | 3140 |
| min in group asynchronous | rst | state[1] | 960 |
| worst min-delay path | pop | pop | 470 |
| worst max-delay path | baud_pulse | shift_register[7] | 1800 |
| worst max register to register | count[0] | shift_register[7] | 2250 |
| worst min register to register | pop | pop | 470 |
-- cell type report --
cell class              instances  area (um2)
fillers                       482        2930
multi-input cells             114         762
flip-flops and latches         26         669
repair buffers                 22         218
well taps                      67        83.8
clock buffers                   4        55.1
inverters                      10        37.5
-- routing by layer --
metal / vias up / track usage, % / wire length (um)
li1: 588 / - / -
met1: 532 / 19.7 / 1510
met2: 26 / 16.6 / 1250
met3: 2 / 2.52 / 131
met4: 0 / 1.31 / 26
met5: - / 0 / 0
-- critical path, cell delays in order --
cell and delay [ps]:
sky130_fd_sc_hd__clkdlybuf4s50_1 550, sky130_fd_sc_hd__a21boi_2 570, sky130_fd_sc_hd__nand4_2 460, sky130_fd_sc_hd__nand2_1 180, sky130_fd_sc_hd__o21ai_0 90
No activity file was given, so power comes from the tool's default toggle rates.
