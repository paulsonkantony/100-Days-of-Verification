==> design/flow/design.v <==
typedef struct packed {
    logic       dlab;  
    logic       bc;    
    logic       sp;    
    logic       eps;   
    logic       pen;   
    logic       stb;   
    logic [1:0] wls;   
} lcr_t;
typedef struct packed {
    logic [1:0] rx_trigger;         
    logic [1:0] reserved;           
    logic       dma_mode;           
    logic       tx_rst;             
    logic       rx_rst;             
    logic       fifo_ena;
} fcr_t;
typedef struct packed {
    logic       rx_fifo_error;      
    logic       temt;               
    logic       thre;               
    logic       bi;                 
    logic       fe;                 
    logic       pe;                 
    logic       oe;                 
    logic       dr;                 
} lsr_t;  
typedef struct {
    fcr_t       fcr; 
    lcr_t       lcr; 
    lsr_t       lsr; 
    logic [7:0] scr;  
 } csr_t;
typedef struct packed {
    logic [7:0] dmsb;     
    logic [7:0] dlsb;     
} div_t;
 module uart_registers(
    input clk, rst,
    input wr, rd,
    input rx_fifo_empty,
    input rx_output_error, rx_parity_error, rx_frame_error, rx_break_error,
    input [2:0] addr,   
    input [7:0] din,
    input [7:0] rx_fifo_in,
    output tx_push, rx_pop, tx_rst, rx_rst,
    output [3:0] rx_fifo_threshold,
    output reg [7:0] dout,
    output csr_t csr_out,
    output baud_out
 );
    csr_t csr;  
    bit [3:0] dlab_addr;
    assign dlab_addr = {csr.lcr.dlab, addr};
    wire tx_fifo_wr;
    assign tx_fifo_wr = wr & (dlab_addr == 4'b0000);  
    assign tx_push = tx_fifo_wr;  
    wire rx_fifo_rd;
    assign rx_fifo_rd = rd & (dlab_addr == 4'b0000);
    assign rx_pop = rx_fifo_rd;
    reg [7:0] rx_data;  
    always@(posedge clk) if(rx_pop) rx_data <= rx_fifo_in;  
    div_t divisor;  
    reg update_baud;
    reg baud_pulse  = 0;
    reg [15:0] baud_count = 0;
    always@(posedge clk) begin
        if(wr & (dlab_addr == 4'b1000)) begin
            divisor.dlsb <= din;  
            update_baud <= 1'b1;  
        end
        if(wr & (dlab_addr == 4'b1001)) begin
            divisor.dmsb <= din;  
            update_baud <= 1'b1;  
        end
    end
    always @(posedge clk, posedge rst) begin
        if (rst) baud_count  <= 16'h0;
        else if (update_baud || baud_count == 16'h0000) baud_count <= divisor;  
        else baud_count <= baud_count -1;
    end
    always @(posedge  clk) baud_pulse <= |divisor & ~|baud_count;  
    assign baud_out = baud_pulse;  
    always @(posedge clk, posedge rst) begin
        if(rst) csr.fcr <= 8'h00;
        else if (wr == 1'b1 && addr == 3'b010) begin
            csr.fcr.rx_trigger <= din[7:6];
            csr.fcr.dma_mode   <= din[3];
            csr.fcr.tx_rst     <= din[2];
            csr.fcr.rx_rst     <= din[1];
            csr.fcr.fifo_ena   <= din[0];
        end
        else begin
            csr.fcr.tx_rst     <= 1'b0;
            csr.fcr.rx_rst     <= 1'b0;
        end
    end
    assign tx_rst = csr.fcr.tx_rst;   
    assign rx_rst = csr.fcr.rx_rst;
    reg [3:0] rx_fifo_th_count = 0;
    always@(*) begin
        if(csr.fcr.fifo_ena == 1'b0) rx_fifo_th_count = 0;
        else begin
            case(csr.fcr.rx_trigger)
                2'b00: rx_fifo_th_count = 4'd1;
                2'b01: rx_fifo_th_count = 4'd4;
                2'b10: rx_fifo_th_count = 4'd8;
                2'b11: rx_fifo_th_count = 4'd14;
            endcase
        end
    end
    assign rx_fifo_threshold = rx_fifo_th_count;    
    reg [7:0] lcr_temp;
    always @(posedge clk, posedge rst) begin
        if(rst) csr.lcr <= 8'h00;
        else if (wr == 1'b1 && addr == 3'b011) csr.lcr <= din;
    end
    wire read_lcr;
    assign read_lcr = (rd == 1) & (addr == 3'b011);
    always@(posedge clk) if(read_lcr) lcr_temp <= csr.lcr;
    always@(posedge clk, posedge rst) begin
        if(rst) csr.lsr <= 8'b01100000;  
        else begin
            csr.lsr.dr <=  ~rx_fifo_empty;
            csr.lsr.oe <=   rx_output_error;
            csr.lsr.pe <=   rx_parity_error;
            csr.lsr.fe <=   rx_frame_error;
            csr.lsr.bi <=   rx_break_error;
        end
    end
    reg [7:0] lsr_temp; 
    wire read_lsr;
    assign read_lsr = (rd == 1) & (addr == 3'b101);
    always@(posedge clk) if(read_lsr) lsr_temp <= csr.lsr;
    always@(posedge clk, posedge rst) begin
        if(rst) csr.scr <= 8'h00;
        else if(wr == 1'b1 && addr == 3'b111) csr.scr <= din;
    end 
    reg [7:0] scr_temp; 
    wire read_scr;
    assign read_scr = (rd == 1) & (addr == 3'b111);
    always@(posedge clk) if(read_scr) scr_temp <= csr.scr;
    always@(posedge clk) begin
        case(addr)
            0: dout <= csr.lcr.dlab ? divisor.dlsb : rx_data;
            1: dout <= csr.lcr.dlab ? divisor.dmsb : 8'h00;  
            2: dout <= 8'h00;  
            3: dout <= lcr_temp;
            4: dout <= 8'h00;  
            5: dout <= lsr_temp;
            6: dout <= 8'h00;  
            7: dout <= scr_temp;
            default: ;
        endcase
    end
    assign csr_out = csr;
    endmodule
==> design/flow/constraint.sdc <==
current_design uart_registers

set clk_period 2.6
set clk_io_pct 0.2

create_clock -name clk0 -period $clk_period [get_ports {clk}]

set non_clock_inputs [all_inputs -no_clocks]
set_input_delay [expr $clk_period * $clk_io_pct] -clock clk0 $non_clock_inputs
set_output_delay [expr $clk_period * $clk_io_pct] -clock clk0 [all_outputs]
==> design/flow/run.sh <==
#!/bin/bash
# OpenROAD 26Q1-2900-gdf79404cd8, Yosys 0.63+post, stock flow scripts
make -C /OpenROAD-flow-scripts/flow DESIGN_CONFIG=/design/flow/config.mk WORK_HOME=/design/flow/orfs finish
==> design/flow/config.mk <==
export PLATFORM = sky130hd
export DESIGN_NAME = uart_registers
export DESIGN_NICKNAME = uart_registers
export VERILOG_FILES = /design/flow/design.v
export SDC_FILE = /design/flow/constraint.sdc
export NUM_CORES = 4
export LEC_CHECK = 1
export CORE_UTILIZATION = 40
export SYNTH_HDL_FRONTEND = slang
==> reports/qor.tcl <==
set qor(gr-usage-all-layers_pct) 18.0
set qor(arrival_ps) 2030
set qor(fin_crit_sh_pct) 98.3
set qor(warnings) 25
set qor(required_time_of_the_critical_path_ps) 2080
set qor(min_to) {baud_count[6]}
set qor(final-hold-violation-count) 0
set qor(top_area_cell) {sky130_fd_sc_hd__edfxtp_1}
set qor(final-setup-viol-count) 0
set qor(worst_clock_skew_ps) 6.78
set qor(yosys-stat-cells) 227
set qor(place_area_mm2) 0.00439
set qor(wire_length_of_the_first_global_routing_pass_um) 11100
set qor(hold_path_startpoint) {divisor[6]}
set qor(drive_gt1_share_pct) 13.7
set qor(clk_pin_slew_ps) 90
set qor(ys_seq_share_pct) 73.3
set qor(slew_headroom_pct) 64.5
set qor(via_count) 2092
set qor(grt_start_max_net_pins) 44
set qor(die_h_um) 96.3
set qor(power_density_mw_per_mm2) 680
set qor(place_hpwl_um) 5180
set qor(layout-area-overhead-vs-synth_pct) 29.5
set qor(route.detailed.drc) 0
set qor(run_status) {finished, final reports clean}
set qor(routedWlPerCell_um) 16.8
set qor(syn-cell-area_mm2) 0.00356
set qor(worstHoldPathType) {flip-flop to flip-flop}
set qor(io_buffers) 71
set qor(tritoncts) {done}
set qor(crit-reg2reg-launch) {csr_out[23]}
set qor(critPathCaptureType) {output pin}
set qor(clkLatencyLatePin_ps) 350
set qor(synth.area.top_cells) {sky130_fd_sc_hd__edfxtp_1, sky130_fd_sc_hd__dfrtp_1, sky130_fd_sc_hd__dfxtp_1}
set qor(dpl.cell_count) 404
set qor(timing.reg2reg.worst_path_depth) 2
set qor(fmaxAchievable_mhz) 391
set qor(period_minus_slack_ps) 2550
set qor(sink_count) 97
set qor(totalNegativeSetupSlack_ps) 0
set qor(fin_util_pct) 53.1
set qor(yosys_register_bits) 97
set qor(post_layout_nonfiller_instances) 421
set qor(postRouteWirelength_um) 7070
set qor(grt_pass1_vias) 2074
set qor(count_of_warnings_emitted_by_yosys) 5
set qor(synth.distinct_cells) 34
set qor(yosys-stat-area_mm2) 0.00356
set qor(criticalPathCategory) {input pin to output pin}
set qor(timing_max_transition_violations_final) 0
set qor(critical_path.max_fanout) 3
set qor(synth-async-reset-ratio_pct) 44.3
set qor(cts_root_buffer) {sky130_fd_sc_hd__clkbuf_8}
set qor(detail_route.iter0.violations) 63
set qor(setup.reg_to_reg.worst_slack_ps) 1090
set qor(boundaryPins) 77
set qor(ant_nets) 0
set qor(common_cells) {sky130_fd_sc_hd__edfxtp_1, sky130_fd_sc_hd__dfrtp_1, sky130_fd_sc_hd__mux2_2, sky130_fd_sc_hd__nand2_1, sky130_fd_sc_hd__a31oi_1}
set qor(firstDrtPassIters) 4
set qor(holdWs_ps) 417
set qor(syn_area_per_cell_um2) 15.7
set qor(postSynthCellCount) 227
set qor(max_cap_viol_count) 0
set qor(synth_top_flop_cell) {sky130_fd_sc_hd__edfxtp_1}
set qor(die_w_um) 96.3
set qor(dominant_cell_area_share_pct) 38.0
set qor(total_die_size_mm2) 0.00928
set qor(irDropWorstVdd_uv) 326
set qor(cts_buffers) 9
set qor(route.detailed.vias_per_inst) 4.97
set qor(placeableCoreArea_mm2) 0.00868
set qor(placement_rows) 34
set qor(insertedDiodeCount) 0
set qor(worstHoldPathCells) 0
set qor(global_route.overflow_total) 0
set qor(cts_hold_buf) 0
set qor(yosysMostFrequentCell) {sky130_fd_sc_hd__edfxtp_1}
set qor(static_power_due_to_leakage_uw) 0.00174
set qor(edf_count) 45
set qor(worst_max_slew_pin_slew_ps) 533
set qor(depth_of_the_cts_h_tree) 3
set qor(antenna_found_initial) 0
set qor(share_of_the_core_filled_by_cells_before_placement_pct) 41.0
set qor(setup.worst_path.start_class) {input pin}
set qor(timing.rr.end) {divisor[11]}
set qor(gp_congestion) 0.858
set qor(layout.cell_area.non_filler_mm2) 0.00461
set qor(clock_path_buffers) 2
==> layout by cell type (no fill, tap or decap), drive strengths merged, types with 2 or more instances in the layout <==
master and count:
clkdlybuf4s50 69, nor4 8, clkbuf 11, nand3b 5, and3 4, inv 2
a31oi 10, nand2 13, nor2b 8, clkinv 2, a21o 5, dlymetal6s2s 2
buf 12, mux2 20, dfrtp 43, dfxtp 9, a211oi 5, mux2i 6
o22a 3, o21ai 3, conb 5, clkinvlp 2, edfxtp 45, a22oi 3
and2 5, nor3 2, nor3b 4
==> stage by stage <==
stage / total power [µW] / setup slack, ps
after floorplan: 1950 / 262
after global placement: 2240 / -118
after detailed placement: 2240 / -127
after CTS: 3170 / 8.08
after global routing: 3280 / -5.20
final: 3130 / 45.2
==> state kept, by name, indices dropped and copies added, names as in the netlist <==
register and count:
rx_rst 1, tx_rst 1, divisor 16, lcr_temp 8, dout 8, csr_out 25, baud_count 16, scr_temp 8
lsr_temp 5, rx_data 8, baud_out 1
==> timing repair <==
item | CTS | global route
setup endpoints to repair | 2 | 1
pin swaps | 2 | 2
setup buffers | 0 | 1
resized | 3 | 3
==> logic make-up (layout without fill, tap and decap cells) <==
logic type / count (synthesis) / in the layout / synth area share, %
AND-OR/OR-AND: 30 / 30 / 5.91
multiplexers: 26 / 26 / 8.02
flip-flops: 97 / 97 / 73.3
buffers and inverters: 19 / 101 / 3.41
other: 1 / 5 / 0.105
AND/OR/NAND/NOR: 54 / 54 / 9.28
==> per-layer routing <==
metal	track usage [%]	vias up	wire length (µm)
met5	0	-	0
met4	1.59	0	80
met3	5.06	9	493
met2	27.4	71	3430
met1	29.2	1015	3060
li1	-	997	-
==> critical path: stages <==
cell and delay (ps):
sky130_fd_sc_hd__clkdlybuf4s50_1 440, sky130_fd_sc_hd__or3_4 380, sky130_fd_sc_hd__nor3b_4 200, sky130_fd_sc_hd__clkdlybuf4s50_1 480
==> layout make-up <==
type,instances,area [µm²]
inverter,2,7.51
multi-input combinational,115,866
tap,108,135
clock inverter,5,55.1
sequential,97,2610
clock buffer,11,131
fill,753,4070
timing repair buffer,83,806
==> report_power, final <==
part	leakage (µW)	switching [µW]	internal (µW)
Sequential	0.000996	70.7	1720
Clock	0.0000875	481	443
Combinational	0.000659	132	284
Total	0.00174	683	2450
==> how the worst max path moves through the flow <==
stage | from | endpoint | slack (ps) | cells after the start
final | addr[0] | rx_pop | 50 | 4
after CTS | addr[0] | rx_pop | 8 | 4
after global routing | addr[0] | rx_pop | -5 | 4
No activity file was given, so power comes from the tool's default toggle rates.
